`flow/design.v`:
```
`timescale 1ns / 1ps
module Traffic_Light_Controller(
    input clk,rst,
    output reg [2:0]light_M1,
    output reg [2:0]light_S,
    output reg [2:0]light_MT,
    output reg [2:0]light_M2
    );
    parameter  S1=0, S2=1, S3 =2, S4=3, S5=4,S6=5;
    reg [3:0]count;
    reg[2:0] ps;
    parameter  sec7=7,sec5=5,sec2=2,sec3=3;
    always@(posedge clk or posedge rst)
        begin
        if(rst==1)
        begin
        ps<=S1;
        count<=0;
        end
        else        
            case(ps)
                S1: if(count<sec7)
                        begin
                        ps<=S1;
                        count<=count+1;
                        end
                    else
                        begin
                        ps<=S2;
                        count<=0;
                        end
                S2: if(count<sec2)
                        begin
                        ps<=S2;
                        count<=count+1;
                        end
                    else
                        begin
                        ps<=S3;
                        count<=0;
                        end
                S3: if(count<sec5)
                        begin
                        ps<=S3;
                        count<=count+1;
                        end
                    else
                        begin
                        ps<=S4;
                        count<=0;
                        end
                S4:if(count<sec2)
                        begin
                        ps<=S4;
                        count<=count+1;
                        end
                    else
                        begin
                        ps<=S5;
                        count<=0;
                        end
                S5:if(count<sec3)
                        begin
                        ps<=S5;
                        count<=count+1;
                        end
                    else
                        begin
                        ps<=S6;
                        count<=0;
                        end
                S6:if(count<sec2)
                        begin
                        ps<=S6;
                        count<=count+1;
                        end
                    else
                        begin
                        ps<=S1;
                        count<=0;
                        end
                default: ps<=S1;
                endcase
            end   
            always@(ps)    
            begin
              case(ps)     
                    S1:
                    begin
                       light_M1<=3'b001;
                       light_M2<=3'b001;
                       light_MT<=3'b100;
                       light_S<=3'b100;
                    end
                    S2:
                    begin 
                       light_M1<=3'b001;
                       light_M2<=3'b010;
                       light_MT<=3'b100;
                       light_S<=3'b100;
                    end
                    S3:
                    begin
                       light_M1<=3'b001;
                       light_M2<=3'b100;
                       light_MT<=3'b001;
                       light_S<=3'b100;
                    end
                    S4:
                    begin
                       light_M1<=3'b010;
                       light_M2<=3'b100;
                       light_MT<=3'b010;
                       light_S<=3'b100;
                    end
                    S5:
                    begin
                       light_M1<=3'b100;
                       light_M2<=3'b100;
                       light_MT<=3'b100;
                       light_S<=3'b001;
                    end
                    S6:
                    begin 
                       light_M1<=3'b100;
                       light_M2<=3'b100;
                       light_MT<=3'b100;
                       light_S<=3'b010;
                    end
                    default:
                    begin 
                       light_M1<=3'b000;
                       light_M2<=3'b000;
                       light_MT<=3'b000;
                       light_S<=3'b000;
                    end
                    endcase
            end                
endmodule
```
`flow/run.sh`:
```
#!/bin/bash
# OpenROAD 26Q1-2900-gdf79404cd8, Yosys 0.63+post, stock flow scripts
make -C /OpenROAD-flow-scripts/flow DESIGN_CONFIG=/design/flow/config.mk WORK_HOME=/design/flow/orfs finish
```
`flow/config.mk`:
```
export PLATFORM = sky130hd
export DESIGN_NAME = Traffic_Light_Controller
export DESIGN_NICKNAME = Traffic_Light_Controller
export VERILOG_FILES = /design/flow/design.v
export SDC_FILE = /design/flow/constraint.sdc
export NUM_CORES = 4
export LEC_CHECK = 1
export CORE_AREA = 10 10 75 75
export DIE_AREA = 0 0 85 85
```
`flow/constraint.sdc`:
```
current_design Traffic_Light_Controller

set clk_period 2.6
set clk_io_pct 0.2

create_clock -name clk0 -period $clk_period [get_ports {clk}]

set non_clock_inputs [all_inputs -no_clocks]
set_input_delay [expr $clk_period * $clk_io_pct] -clock clk0 $non_clock_inputs
set_output_delay [expr $clk_period * $clk_io_pct] -clock clk0 [all_outputs]
```
==> run_results.csv <==
group,metric,value,unit
outcome,status,"completed",
grt,grt_pass1_vias,540,
clock_tree,clk_pin_slew,0.05,ns
clock_tree,cts_max_level,1,
floorplan,core_region_area,4058,sq um
timing,finalClockSkew,0.002875,ns
clock_tree,insertion_delay,0.23,ns
finish,area.growth.synth_to_final,26.58,%
logic_synthesis,yosysChipArea,673.1,sq um
finish,final_common_cell,"sky130_fd_sc_hd__clkdlybuf4s50_1",
placement,gp_congestion,0.8332,
placement,dp_hpwl,1124,um
route,routed_wirelength_normalized_by_instance_count,11.31,um
clock_tree,post-cts-setup-buffer-count,0,
timing,final_max_slew_viol_count,0,
grt,antenna_found_initial,0,
worst_setup_path,worst-path-max-fanout,7,
timing,worstMarginPinSlew,0.3627,ns
logic_synthesis,synth.yosys.seq_area_share,37.36,%
finish,mostFrequentLayoutCells,"sky130_fd_sc_hd__clkdlybuf4s50_1, sky130_fd_sc_hd__dfrtp_1, sky130_fd_sc_hd__nor2_1",
power,fin_total_pwr,351.7,uW
logic_synthesis,synth_cell_type_count,32,
timing,layout_worst_path_cycle_share,87.95,%
floorplan,core.rowCount,23,
timing,rsz0062_at_grt,"no",
clock_tree,cts_hold_buf,0,
route,detail_route.antenna_diodes,0,
logic_synthesis,most_area_hungry_cell_type_in_the_yosys_netlist,"sky130_fd_sc_hd__dfrtp_1",
worst_setup_path,critical_path_rt,2.08,ns
power,max-vdd-ir-drop,0.0001247,V
worst_setup_path,setup.worst_path.class,"reg -> out",
worst_setup_path,setup.worst_path.end_class,"output pin",
logic_synthesis,syn_inst,77,
clock_tree,clock_tree_from_tritoncts,"yes",
logic_synthesis,synth_stat.cells,77,
job,log.warning_count,26,
floorplan,die_h,85,um
logic_synthesis,synth_largest_type_area_fraction,33.46,%
grt,grt_start_max_net_pins,12,
clock_tree,cts-buffers-inserted,3,
worst_setup_path,crit_start_category,"flip-flop",
finish,post_route_cells_drive_above_1_share,16.67,%
logic_synthesis,synth_flop_count,10,
floorplan,design.die.area,7225,sq um
logic_synthesis,syn_area,673.1,sq um
grt,grt_use_total,4.148,%
route,firstDrtPassIters,5,
route,route.final.wire_length,1516,um
power,powerDensity,412.8,nW/um^2
clock_tree,clock_tree.buffer_depth,2,
logic_synthesis,syn-mean-instance-area,8.742,sq um
finish,layout.cells.non_filler,134,
job,maxCapViolCount,0,
route,dr_total_vias,562,
timing,timing_hold_violations_final,0,
floorplan,fp.dieW,85,um
grt,gr-total-overflow,0,
clock_tree,clock_sink_count,10,
clock_tree,clock_tree.root_cell,"sky130_fd_sc_hd__clkbuf_8",
power,static-leakage-power,0.0003533,uW
floorplan,share_of_the_core_filled_by_cells_before_placement,16.59,%
placement,place.detailed.instances,130,
timing,final-setup-viol-count,0,
route,ant_nets,0,
logic_synthesis,area_leaders,"sky130_fd_sc_hd__dfrtp_1, sky130_fd_sc_hd__dfstp_2, sky130_fd_sc_hd__nor2_1, sky130_fd_sc_hd__a21oi_1, sky130_fd_sc_hd__ha_1",
timing,maxSlewHeadroom,75.19,%
route,drt-vias-per-instance,4.194,
logic_synthesis,ys_warn_count,1,
clock_tree,cts-resized-gates,0,
route,drc,0,
floorplan,io-pin-count,14,
grt,grt_pass1_wl,2546,um
timing,fmaxAchievable,0.4373,GHz
placement,number_of_i_o_port_buffers,13,
timing,final_period_minus_worst_setup_slack,2.287,ns
timing,setup_tns,0,ns
min_path,min_path_type,"reg -> reg",
route,dr.first_iter.drc_count,43,
worst_setup_path,critical_path_arrival,1.77,ns
-- path summary, 6_finish.rpt --
path                                      start              endpoint  slack, ns  depth (start not counted)
min                        count[0]$_DFFE_PP0P_  count[0]$_DFFE_PP0P_       0.52                          1
min reg2reg                count[0]$_DFFE_PP0P_  count[0]$_DFFE_PP0P_       0.52                          1
max in group asynchronous                   rst       ps[0]$_DFF_PP1_       1.72                          2
min in group asynchronous                   rst  count[1]$_DFFE_PP0P_       0.57                          2
max                             ps[4]$_DFF_PP0_           light_MT[2]       0.31                          3
max reg2reg                count[1]$_DFFE_PP0P_  count[0]$_DFFE_PP0P_       0.97                          5
-- registers in the layout (all words and copies together), names as in the netlist --
register,cells
ps,6
count,4
-- metal layers --
metal  track usage, %  vias up  routed length [um]
li1                 -      274                   -
met5                0        -                   0
met1            5.727      269                 725
met3            2.312        2                 159
met2            5.450       17                 618
met4           0.8982        0                  12
-- cell type report --
type | instances | area (sq um)
clock buffers | 4 | 55.05
well taps | 50 | 62.56
inverters | 6 | 22.52
multi-input cells | 51 | 330.3
flip-flops and latches | 10 | 251.5
repair buffers | 13 | 130.1
fillers | 430 | 3206
-- cell families after synthesis --
| kind of cell | synth area share (%) |
|---|---|
| simple gates | 25.65 |
| buf+inv | 13.57 |
| flops | 37.36 |
| fa+ha+maj | 3.717 |
| compound gates | 18.22 |
| mux | 1.487 |
-- critical path, cell delays in order, from the launching register on --
cell,delay [ns]
sky130_fd_sc_hd__dfrtp_1,0.44
sky130_fd_sc_hd__or2_2,0.37
sky130_fd_sc_hd__or3_1,0.31
sky130_fd_sc_hd__clkdlybuf4s50_1,0.41
-- per-stage QoR --
| stage | hold slack [ns] | util (%) | setup slack [ns] | area (sq um) |
|---|---|---|---|---|
| after floorplan | 0.3595 | - | 1.064 | 673.1 |
| final | 0.5225 | 21.00 | 0.3133 | 852.1 |
| after global routing | 0.5452 | 21.00 | 0.2373 | 852.1 |
| after global placement | 0.5065 | 19.64 | 0.5747 | 797.0 |
| after detailed placement | 0.5214 | 19.64 | 0.5597 | 797.0 |
| after CTS | 0.5225 | 21.00 | 0.2993 | 852.1 |
-- synth_stat cells --
cell type and n:
sky130_fd_sc_hd__dlygate4sd3_1 1, sky130_fd_sc_hd__a31oi_1 1, sky130_fd_sc_hd__a22o_1 1, sky130_fd_sc_hd__o21ai_1 1, sky130_fd_sc_hd__a21boi_0 1, sky130_fd_sc_hd__nor2b_1 1
sky130_fd_sc_hd__ha_1 2, sky130_fd_sc_hd__o31ai_2 2, sky130_fd_sc_hd__a2bb2oi_1 1, sky130_fd_sc_hd__nor2_1 7, sky130_fd_sc_hd__or2_2 1, sky130_fd_sc_hd__nor3_1 5
sky130_fd_sc_hd__or2b_2 1, sky130_fd_sc_hd__clkbuf_1 6, sky130_fd_sc_hd__nand2b_1 2, sky130_fd_sc_hd__nor2_4 1, sky130_fd_sc_hd__or4_4 2, sky130_fd_sc_hd__nor2_2 1
sky130_fd_sc_hd__clkbuf_8 1, sky130_fd_sc_hd__dfstp_2 1, sky130_fd_sc_hd__or3_1 2, sky130_fd_sc_hd__a2111oi_0 1, sky130_fd_sc_hd__inv_1 6, sky130_fd_sc_hd__o21ai_0 4
sky130_fd_sc_hd__nand2_1 5, sky130_fd_sc_hd__nand4b_1 1, sky130_fd_sc_hd__buf_6 2, sky130_fd_sc_hd__a22oi_1 1, sky130_fd_sc_hd__mux2i_1 1, sky130_fd_sc_hd__or3_2 1
sky130_fd_sc_hd__a21oi_1 5, sky130_fd_sc_hd__dfrtp_1 9
-- where the power goes --
| group | switching, uW | leakage, uW | internal (uW) |
|---|---|---|---|
| registers | 0 | 0.000136 | 156 |
| clock network | 58.2 | 0.0000288 | 133 |
| logic | 3.11 | 0.000188 | 1.40 |
Power figures rest on the tool's default switching activity, not on a simulated workload.
